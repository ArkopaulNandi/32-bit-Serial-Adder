--- design/flow/run.sh ---
#!/bin/bash
# OpenROAD 26Q1-2900-gdf79404cd8, Yosys 0.63+post, stock flow scripts
make -C /OpenROAD-flow-scripts/flow DESIGN_CONFIG=/design/flow/config.mk WORK_HOME=/design/flow/orfs finish
--- design/flow/config.mk ---
export PLATFORM = sky130hd
export DESIGN_NAME = Serial_adder
export DESIGN_NICKNAME = Serial_adder
export VERILOG_FILES = /design/flow/design.v
export SDC_FILE = /design/flow/constraint.sdc
export NUM_CORES = 4
export LEC_CHECK = 1
export CORE_UTILIZATION = 30
--- design/flow/constraint.sdc ---
current_design Serial_adder

set clk_period 1.4
set clk_io_pct 0.2

create_clock -name clk0 -period $clk_period [get_ports {clk}]

set non_clock_inputs [all_inputs -no_clocks]
set_input_delay [expr $clk_period * $clk_io_pct] -clock clk0 $non_clock_inputs
set_output_delay [expr $clk_period * $clk_io_pct] -clock clk0 [all_outputs]
--- design/flow/design.v ---
`timescale 1ns / 1ps
module Bit_counter(
    input clk, rst, count_en,
    output reg [5:0] count,
    output done
    );
    always @ (posedge clk or posedge rst) begin
        if(rst) begin
            count <= 6'b0;
        end else if(count_en) begin
            count <= count + 1;
        end
    end
    assign done = (count == 6'd31);
endmodule
`timescale 1ns / 1ps
module Control(
    input clk, rst, start, count_done,
    output reg load, shift, count_en, done
    );
    parameter IDLE = 2'b00;
    parameter LOAD = 2'b01;
    parameter ADD = 2'b10;
    parameter DONE = 2'b11;
    reg [1:0] pst, nst;
    always @ (posedge clk or posedge rst) begin
        if(rst) begin
            pst <= IDLE;
        end else begin
            pst <= nst;
        end
    end
    always @ (*) begin
        case(pst)
            IDLE: begin
                if(start == 1'b1) begin
                    nst = LOAD;
                end else begin
                    nst = IDLE;
                end
            end
            LOAD: begin
                nst = ADD;
            end
            ADD: begin
                if(count_done == 1'b1) begin
                    nst = DONE;
                end else begin
                    nst = ADD;
                end
            end
            DONE: begin
                if(start == 1'b0) begin
                    nst = IDLE;
                end else begin
                    nst = DONE;
                end
            end
            default: begin
                nst = IDLE;
            end
        endcase
    end
    always @ (*) begin
        load = 1'b0;    shift = 1'b0;   count_en = 1'b0;    done = 1'b0;
        case(pst)
            IDLE: begin             
            end
            LOAD: begin
                load = 1'b1;
            end
            ADD: begin
                shift = 1'b1;
                count_en = 1'b1;
            end 
            DONE: begin
                done = 1'b1;
            end
            default: begin
            end
        endcase
    end
endmodule
`timescale 1ns / 1ps
module Full_adder(
    input A, B, cin,
    output sum, cout
    );
    assign sum = A ^ B ^ cin;
    assign cout = (A & B) | (B & cin) | (cin & A); 
endmodule
`timescale 1ns / 1ps
module PISOreg(
    input clk, rst, shift, load, 
    input[31:0] parallel_in,
    output serial_out, 
    output [31:0] parallel_out    
    );
    wire [31:0] q;
    wire [31:0] d;
    dff ff0 (clk, rst, d[31], q[31]);
    dff ff1 (clk, rst, d[30], q[30]);
    dff ff2 (clk, rst, d[29], q[29]);
    dff ff3 (clk, rst, d[28], q[28]);
    dff ff4 (clk, rst, d[27], q[27]);
    dff ff5 (clk, rst, d[26], q[26]);
    dff ff6 (clk, rst, d[25], q[25]);
    dff ff7 (clk, rst, d[24], q[24]);
    dff ff8 (clk, rst, d[23], q[23]);
    dff ff9 (clk, rst, d[22], q[22]);
    dff ff10 (clk, rst, d[21], q[21]);
    dff ff11 (clk, rst, d[20], q[20]);
    dff ff12 (clk, rst, d[19], q[19]);
    dff ff13 (clk, rst, d[18], q[18]);
    dff ff14 (clk, rst, d[17], q[17]);
    dff ff15 (clk, rst, d[16], q[16]);
    dff ff16 (clk, rst, d[15], q[15]);
    dff ff17 (clk, rst, d[14], q[14]);
    dff ff18 (clk, rst, d[13], q[13]);
    dff ff19 (clk, rst, d[12], q[12]);
    dff ff20 (clk, rst, d[11], q[11]);
    dff ff21 (clk, rst, d[10], q[10]);
    dff ff22 (clk, rst, d[9], q[9]);
    dff ff23 (clk, rst, d[8], q[8]);
    dff ff24 (clk, rst, d[7], q[7]);
    dff ff25 (clk, rst, d[6], q[6]);
    dff ff26 (clk, rst, d[5], q[5]);
    dff ff27 (clk, rst, d[4], q[4]);
    dff ff28 (clk, rst, d[3], q[3]);
    dff ff29 (clk, rst, d[2], q[2]);
    dff ff30 (clk, rst, d[1], q[1]);
    dff ff31 (clk, rst, d[0], q[0]);  
    assign d[31] = load ? parallel_in[31] : shift ? 1'b0 : q[31];
    genvar i;
    generate
        for(i = 0; i < 31; i = i + 1) begin
            assign d[i] = load ? parallel_in[i] : shift ? q[i+1] : q[i];
        end
    endgenerate 
    assign serial_out = q[0];
    assign parallel_out = q;             
endmodule
`timescale 1ns / 1ps
module SIPOreg(
    input clk, rst, shift, serial_in,
    output [31:0] parallel_out
    );
    wire [31:0] q;
    wire [31:0] d;   
        dff ff0 (clk, rst, d[31], q[31]);
        dff ff1 (clk, rst, d[30], q[30]);
        dff ff2 (clk, rst, d[29], q[29]);
        dff ff3 (clk, rst, d[28], q[28]);
        dff ff4 (clk, rst, d[27], q[27]);
        dff ff5 (clk, rst, d[26], q[26]);
        dff ff6 (clk, rst, d[25], q[25]);
        dff ff7 (clk, rst, d[24], q[24]);
        dff ff8 (clk, rst, d[23], q[23]);
        dff ff9 (clk, rst, d[22], q[22]);
        dff ff10 (clk, rst, d[21], q[21]);
        dff ff11 (clk, rst, d[20], q[20]);
        dff ff12 (clk, rst, d[19], q[19]);
        dff ff13 (clk, rst, d[18], q[18]);
        dff ff14 (clk, rst, d[17], q[17]);
        dff ff15 (clk, rst, d[16], q[16]);
        dff ff16 (clk, rst, d[15], q[15]);
        dff ff17 (clk, rst, d[14], q[14]);
        dff ff18 (clk, rst, d[13], q[13]);
        dff ff19 (clk, rst, d[12], q[12]);
        dff ff20 (clk, rst, d[11], q[11]);
        dff ff21 (clk, rst, d[10], q[10]);
        dff ff22 (clk, rst, d[9], q[9]);
        dff ff23 (clk, rst, d[8], q[8]);
        dff ff24 (clk, rst, d[7], q[7]);
        dff ff25 (clk, rst, d[6], q[6]);
        dff ff26 (clk, rst, d[5], q[5]);
        dff ff27 (clk, rst, d[4], q[4]);
        dff ff28 (clk, rst, d[3], q[3]);
        dff ff29 (clk, rst, d[2], q[2]);
        dff ff30 (clk, rst, d[1], q[1]);
        dff ff31 (clk, rst, d[0], q[0]); 
    assign d[31] = shift ? serial_in : q[31];
    genvar i;
    generate
        for(i = 0; i < 31; i = i + 1) begin
            assign d[i] = shift ? q[i + 1] : q[i];
        end
    endgenerate    
    assign parallel_out = q;
endmodule
`timescale 1ns / 1ps
module Serial_adder(
    input clk, rst, start, 
    input [31:0] operand_A, operand_B,
    output [31:0] sum,
    output carry_out, done
    );
    wire load, shift, count_en;
    wire a_bit, b_bit, sum_bit, current_carry, next_carry;
    wire count_done;
    wire [31:0] A_out, B_out;
    wire [5:0] count;
    PISOreg reg_a(clk, rst, shift, load, operand_A, a_bit, A_out);
    PISOreg reg_b(clk, rst, shift, load, operand_B, b_bit, B_out);
    SIPOreg reg_sum(clk, rst, shift, sum_bit, sum);
    Full_adder fa(a_bit, b_bit, current_carry, sum_bit, next_carry);
    dff carry_ff(clk, (rst | load), next_carry, current_carry);
    Bit_counter counter(clk, (rst | load), count_en, count, count_done);
    Control fsm(clk, rst, start, count_done, load, shift, count_en, done);
    assign carry_out = current_carry;
endmodule
`timescale 1ns / 1ps
module dff(
    input clk, rst, d,
    output reg q
    );
    always @ (posedge clk or posedge rst) begin
        if(rst) begin
            q <= 1'b0;
        end else begin
            q <= d;
        end
    end
endmodule
==> changes_impl.md <==
### Changed

- Simple Share, Synth: 2.79%
- Slew @ Worst Pin: 0.317 ns
- Total number of vias: ~3.3k
- Critical Path AT: between 1.5 and 2 ns
- Skew-Pair Late Insertion Delay: approximately 0.35 ns
- Top delay family on crit path: buffers and inverters
- Element type at the critical path end: register
- TritonCTS clock tree: done
- Number of standard cells reported by yosys: 363
- I/O pins: 101
- Aoi share: about 22%
- Critical path's slowest cell: dfrtp_2
- CP max FO: 5
- Clock Root Buffer: clkbuf_16
- Critical path depth: 6
- WP buf/inv: 3
- Leading post-synthesis cells by instance count: 106 x dfrtp_1, 59 x o22ai_1, 49 x a2bb2oi_1
- CP startpoint: fsm.pst[3]
- Hpwl dp: roughly 6700 um
- Crit path launch type: register
- XORs/XNORs by Area: less than 1%
- Tool warnings: 28
- Unique cell types: 34
- 1st-pass router iterations: 4
- Antenna Cells: 0
- Worst setup endpoint: reg_b.ff11.q
- Pwr dens: ~2200 nW/um^2
- DRC viols: 0
- Core area: between 15000 and 20000 sq um
- Post-DR wirelength/cell: 15.7 um
- FFs w/ async S/R, synth: 100%
- Tot GR Track Use: a little over an eighth
- Die span in y: ~130 um
- Max-cap viol count: 0
- Final worst slack: -0.0967 ns
- Fmax: approximately 0.67 GHz
- Area after DPL: just under 6000 sq um
- Drt initial violations: around 120
- Synth-to-Final Area Change: 45.0%
- Logic cell area: around 1900 sq um
- Port Buffers: 100
- H-tree levels: 3
- Synthesized registers: approximately 110
- First-pass GRT wire length: 17100 um
- Reg area: ~2700 sq um
- Mapped Area: between 4000 and 5000 sq um
- R2r worst-path depth: 6
- Met3 capacity usage during global routing: 2.90%
- Setup-failing EPs final: between 80 and 90
- Met2 usage: between 20% and 30%
- Cell type with the largest total area: dfrtp_1
- CP max stage delay: roughly 0.41 ns
- Total negative slack: -5.65 ns
- Vias in the first global route: 3299
- Area leader share: 56.4%
- Max reg flops: 6
- Total wire length: ~11000 um
- Status: finished with violations
- Yosys warns: 3
- Number of enable flip-flop cells: 0
- Post-route clock skew: between 0.007 and 0.008 ns
- Comb area leader: AND-OR/OR-AND gates
- Worst reg2reg setup slack: -0.1 ns
- Crit path time final: 1.50 ns
- GR Util met1: 21.8%
- Num CTS Buffers: 9
- Fillcell total: about 1.3k
- Failing checks: setup timing
- Crit Path Category: register to register
- Chip area: 16200 sq um
- Top flop regs: counter.count x6, fsm.pst x4
- Clock transition at the registers of the reported paths: roughly 0.07 ns
- Most frequent CP cell: buf_6
- Largest Register: counter.count
- Util after Layout: around 45%
- Final Hold Viols: 0
- FA/HA/MAJ Cells, Area Fraction: less than 1%
- Die Width: about 130 um
- VDD IR max: 0.000809 V
- Global route hottest layer: met1
- P_leak: between 0.002 and 0.003 uW
- Pre-CTS setup slack: -0.0395 ns
- MUX area fraction: 7.90%
- Seq share, synth: a little under three fifths
- Hold_buf cts: 0
- Synth Flop Type: dfrtp_1
- Slew HR: approximately 79%
- Initial antenna violation count: 0
- Largest net degree at the start of global routing: between 50 and 60
- Post-route ant nets: 0
- Synthesis area per yosys: ~4700 sq um
- Sink Count: ~110
- Max Slew Vio Count: 0
- Gr ovfl total: 0
- Crit path DRT: 1.68 ns
- Fin crit share: 107%
- Fraction of layout cells with a size suffix above 1: a little over a third
- Longest Clk Path Bufs: 2
- Mean Syn Cell Area: roughly 13 sq um
- RSZ-0062 raised after global routing: true
- Main area contributors: dfrtp_1 56%, a2bb2oi_1 9.1%, mux2_2 7.9%, o22ai_1 7.8%, buf_4 5.3%
- Post-Syn Instances: approximately 360
- Hold slack: 0.260 ns
- Avg Vias per Cell: slightly below 5
- Yosys top cell by instances: dfrtp_1
- Fp_density: between 30% and 40%
- Crit Reg-Reg Endpoint: reg_b.ff11.q
- Reg2Reg Launch Point: fsm.pst[3]
- Row count: between 40 and 50
- Cells along the critical path: buf_6, or2_4, a21oi_4, buf_6, clkbuf_16, a2bb2oi_2
- Hold WC Path Type: input pin to asynchronous set/reset pin
- Design area: just under 7000 sq um
- Final GP Congestion: about 0.85
layout by cell type (no fill, tap or decap), drive strengths merged, types with 2 or more instances in the layout:
cell type / synthesis / routed
dfrtp: 106 / 106
clkdlybuf4s50: 0 / 66
o22ai: 59 / 59
a2bb2oi: 59 / 59
buf: 57 / 56
dlygate4sd2: 0 / 33
mux2: 33 / 33
clkbuf: 6 / 14
nand3: 7 / 7
xnor2: 4 / 4
clkinvlp: 0 / 4
nor2: 4 / 4
a22o: 3 / 3
a22oi: 3 / 3
nand4: 2 / 2
bufinv: 0 / 2
a21oi: 2 / 2
nor3: 2 / 2
inv: 2 / 2
worst reg2reg max path, cell delays in order, from the launching register on:
cell and delay, ns:
dfrtp_2 0.41, buf_6 0.13, or2_4 0.25, a21oi_4 0.17
buf_6 0.18, clkbuf_16 0.16, a2bb2oi_2 0.13
layout make-up:
class                           instances  area share, %
Clock buffer                            9           3.30
Clock inverter                          7           1.47
Inverter                                2          0.165
Multi-Input combinational cell        191           27.9
Sequential cell                       107           39.3
Tap cell                              211           3.87
Timing Repair Buffer                  160           24.0
cell families (layout without fill, tap and decap cells):
logic type / Yosys count / in the layout
simple gates: 23 / 23
xor+xnor: 5 / 5
fa+ha+maj: 2 / 2
mux: 33 / 33
buf+inv: 65 / 178
compound gates: 128 / 128
flops: 107 / 107
stage by stage:
stage / instances / power, uW
CTS: 683 / 15000
global placement: 634 / 11100
finish: 687 / 15300
floorplan: 363 / 9660
detailed placement: 634 / 11200
global route: 687 / 16300
what timing repair did:
| action | 4_1_cts | 5_1_grt |
|---|---|---|
| pin swaps | 2 | 0 |
| setup endpoints to repair | 123 | 99 |
| cloned | 3 | 4 |
| setup buffers | 30 | 0 |
| resized | 74 | 15 |
routing by layer:
metal / routed length, um / up-vias
met5: 0 / -
met1: 5180 / 1646
met3: 594 / 16
li1: - / 1584
met2: 4830 / 86
met4: 167 / 0
report_power, final:
part | internal (uW) | total, uW | switching, uW
sequential | 4640 | 5720 | 1070
combinational | 4370 | 6840 | 2480
clock | 1580 | 2720 | 1150
how the worst min path moves through the flow:
stage	start	slack (ns)	cells past startpoint	to
CTS	rst	0.25	2	reg_b.ff3.q
global route	rst	0.29	2	reg_b.ff16.q
finish	rst	0.26	2	reg_b.ff3.q
Power figures rest on the tool's default switching activity, not on a simulated workload.
